$ cat config.mk
export PLATFORM = sky130hd
export DESIGN_NAME = gcd_arbiter
export DESIGN_NICKNAME = gcd_arbiter
export VERILOG_FILES = /design/flow/design.v
export SDC_FILE = /design/flow/constraint.sdc
export NUM_CORES = 4
export LEC_CHECK = 1
export CORE_AREA = 10 10 124 124
export DIE_AREA = 0 0 134 134
$ cat constraint.sdc
current_design gcd_arbiter

set clk_period 3.5
set clk_io_pct 0.2

create_clock -name clk0 -period $clk_period [get_ports {clk}]

set non_clock_inputs [all_inputs -no_clocks]
set_input_delay [expr $clk_period * $clk_io_pct] -clock clk0 $non_clock_inputs
set_output_delay [expr $clk_period * $clk_io_pct] -clock clk0 [all_outputs]
$ cat design.v
module gcd_arbiter #(parameter W = 32) (
  input clk,
  input reset,
  input operands_val,
  input [W-1:0] operands_bits_A,
  input [W-1:0] operands_bits_B,
  output operands_rdy,
  output request0_val,
  output [W-1:0] request0_operands_bits_A,
  output [W-1:0] request0_operands_bits_B,
  input request0_rdy,
  output request1_val,
  output [W-1:0] request1_operands_bits_A,
  output [W-1:0] request1_operands_bits_B,
  input request1_rdy,
  output result_val,
  output [W-1:0] result_bits_data,
  input result_rdy,
  input response0_val,
  input [W-1:0] response0_result_bits_data,
  output response0_rdy,
  input response1_val,
  input [W-1:0] response1_result_bits_data,
  output response1_rdy
);
reg request = 0;
reg response = 0;
wire operands_fire, request0_fire, request1_fire, result_fire, response0_fire, response1_fire;
assign operands_fire = operands_val & operands_rdy;
assign request0_fire = request0_val & request0_rdy;
assign request1_fire = request1_val & request1_rdy;
assign result_fire = result_val & result_rdy;
assign response0_fire = response0_val & response0_rdy;
assign response1_fire = response1_val & response1_rdy;
assign operands_rdy = request0_rdy | request1_rdy;
assign request0_val = (!request) ? operands_val : 0;
assign request1_val = ( request) ? operands_val : 0;
assign result_val = (response0_val & (!response)) | (response1_val & response);
assign response0_rdy = (!response) ? result_rdy : 0;
assign response1_rdy = ( response) ? result_rdy : 0;
assign request0_operands_bits_A = (operands_fire & request0_fire) ? operands_bits_A : 0;
assign request0_operands_bits_B = (operands_fire & request0_fire) ? operands_bits_B : 0;
assign request1_operands_bits_A = (operands_fire & request1_fire) ? operands_bits_A : 0;
assign request1_operands_bits_B = (operands_fire & request1_fire) ? operands_bits_B : 0;
assign result_bits_data = (result_fire & response0_fire) ? response0_result_bits_data 
                        : (result_fire & response1_fire) ? response1_result_bits_data : 0;
always@(posedge clk or posedge reset)begin
    if(reset)begin
        request <= 0;
    end
    else if(operands_fire)begin
        if(request0_fire)begin
            request <= 1;
        end
        else if(request1_fire)begin
            request <= 0;
        end
    end
end
always@(posedge clk or posedge reset)begin
    if(reset)begin
        response <= 0;
    end
    else if(result_fire)begin
        if(response0_fire)begin
            response <= 1;
        end
        else if(response1_fire)begin
            response <= 0;
        end
    end
end
endmodule
$ cat run.sh
#!/bin/bash
# OpenROAD 26Q1-2900-gdf79404cd8, Yosys 0.63+post, stock flow scripts
make -C /OpenROAD-flow-scripts/flow DESIGN_CONFIG=/design/flow/config.mk WORK_HOME=/design/flow/orfs finish
==> Changelog: implementation <==
### Physical design

* Post-CTS Hold Buffers at 0
* Core Region at 12,700 um^2
* Min Tclk post-route at 2.98 ns
* HPWL after detailed placement at 10,800 um
* Critical R2R Launch: response$_DFFE_PP0P_
* Share of layout cells above drive strength 1 at 0.0324
* Hold crit path type: reg -> reg
* Slew Limit Fails at 0
* Max Cap Viol at 0
* Status: finished, final reports clean
* Post-CTS sizing at 0
* Routed length per instance at between 15 and 20 um
* DRC at 0
* Drt total wl at 12,700 um
* Worst skew pair latency at approximately 0.22 ns
* AO/OA Area Share at 0.152
* Yosys xor share at 0
* Worst-Margin Slew at 0.482 ns
* Setup repair after global routing missed its margin: false
* # Cells Yosys at between 300 and 400
* Hold Startpoint: request$_DFFE_PP0P_
* CP Class: in -> out
* CP Capture Type: output pin
* GRT Util Overall at 0.126
* # IOs at 302
* Root Driver: clkbuf_16
* Full die area at 18,000 um^2
* Fmax at 0.335 GHz
* Post-CTS Setup Inserts at 0
* Crit path DRT at about 2.8 ns
* Basic Gates by Area at 0.647
* Setup violators final at 0
* Slew Limit Headroom at 0.679
* Chip area in the Yosys report at 1590 um^2
* Hold Vio Cnt, Final at 0
* Clock sink total at 2
* Crit path launch type: input pin
* Grt ovf at 0
* Dominant combinational family: simple AND/OR/NAND/NOR gates
* Syn-to-layout area delta at 196%
* Std-Cell Rows at 41
* Mux area share at 0
* GPL Wtd Cong at 0.872
* Register clock-pin slew on the reported worst setup and hold paths at 0.03 ns
* PortBufs at between 300 and 400
* CTS max path bufs at 2
* Syn Inst Count at 341
* Via density at 4.04
* CTS tree: done
* Seq/Total Area, Yosys at 0.0315
* Vias at around 3,200
* Post-DRT Antenna Nets at 0
* Synth Cell Area at 1590 um^2
* Critical Path AT at between 2 and 2.5 ns
* Vias in the first global route at 3,170
* Synth unique cells at 19
* WP buf/inv at 2
* FP Util at 0.125
* Worst path slowest cell: clkdlybuf4s50_1
* Adder Share, Synth at 0
* 1st-pass router iterations at 5
* Total CTS buffers at 3
* Crit path launch: response0_val
* Yosys reg bits at 2
* Worst path max stage delay at 0.55 ns
* Mean Syn Cell Area at 4.65 um^2
* Critical path cell sequence: clkdlybuf4s50_1 > nand2b_4 > o22ai_1 > clkdlybuf4s50_1
* Worst Skew at 0 ns
* Most common logic cells in the final layout: clkdlybuf4s50_1, nand2_1, nor2_1
* Critical path's most frequent cell: clkdlybuf4s50_1
* Ys Warns at 1
* Die height at 134 um
* Log Warnings at 25
* First-pass GRT wire length at 18,200 um
* Pwr/cell area at 168 nW/um^2
* Number of DRC markers in iteration 0 at 144
* Initial antenna violation count at 0
* Top cell excl fill/tap: clkdlybuf4s50_1
* Setup TNS at 0 ns
* Max VDD drop at 0.131 mV
* Antenna cells at 0
* Top cell family by delay on the critical path: buffers and inverters
* Leak pwr at approximately 1.8 nW
* Hold slack final at 0.560 ns
* Die Width at 134 um
* Peak fanout along the critical path at 33
* Post-layout period usage at 0.852
* H-tree Lvls at 1
* Largest net degree at the start of global routing at 42
synthesized netlist by cell type:
master | count | area [um^2]
nand2_2 | 1 | 6.26
clkbuf_1 | 1 | 3.75
a21oi_1 | 2 | 10.0
nand2b_4 | 1 | 13.8
o22ai_2 | 3 | 37.5
and2_1 | 2 | 12.5
nand2b_1 | 1 | 6.26
buf_2 | 17 | 85.1
buf_6 | 12 | 135
nor2b_1 | 2 | 12.5
inv_1 | 1 | 3.75
buf_1 | 1 | 3.75
o22ai_1 | 29 | 181
dfrtp_1 | 2 | 50.1
nand2_1 | 130 | 488
nor2_1 | 128 | 480
buf_4 | 5 | 37.5
or2_2 | 1 | 6.26
a31oi_1 | 2 | 12.5
path summary, 6_finish.rpt:
path / endpoint / slack, ns / depth (start not counted)
min in group asynchronous: request$_DFFE_PP0P_ / 0.65 / 2
worst min-delay path: request$_DFFE_PP0P_ / 0.56 / 1
worst min register to register: request$_DFFE_PP0P_ / 0.56 / 1
worst max-delay path: result_bits_data[5] / 0.52 / 4
worst max register to register: response$_DFFE_PP0P_ / 2.70 / 2
max in group asynchronous: response$_DFFE_PP0P_ / 2.74 / 2
flip-flops by register name, summed over array words and instances (netlist names):
signal,count
request,1
response,1
power by group:
part	switching (mW)	total [mW]	leakage, nW	internal [mW]
clock network	0.0254	0.171	0.0370	0.145
registers	0.00722	0.0351	0.0223	0.0279
logic	0.218	0.582	1.70	0.364
through the flow:
stage	setup WS (ns)	total power [mW]	std cells	util	cell area [um^2]
6_report	0.519	0.788	789	0.371	4700
5_1_grt	0.413	0.848	789	0.371	4700
4_1_cts	0.506	0.800	789	0.371	4700
3_5_place_dp	0.523	0.623	786	0.365	4630
3_3_place_gp	0.517	0.622	786	0.365	4630
2_1_floorplan	1.57	0.240	341	-	1590
logic make-up after synthesis:
family,after synthesis
compound gates,36
buf+inv,37
flops,2
simple gates,266
per-layer routing:
layer	vias up	track usage	routed length [um]
met5	-	0	0
met4	0	0.00726	68
met3	8	0.0516	1340
met2	157	0.227	6520
met1	1401	0.143	4750
li1	1619	-	-
layout make-up:
type | instances | area [um^2]
multi-input cells | 302 | 1270
repair buffers | 309 | 3090
clock buffers | 3 | 75.1
flip-flops and latches | 2 | 50.0
well taps | 172 | 215
inverters | 1 | 3.75
fillers | 1353 | 7970
Power figures rest on the tool's default switching activity, not on a simulated workload.
